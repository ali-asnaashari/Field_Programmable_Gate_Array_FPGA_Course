[flow/config.mk]
export PLATFORM = sky130hd
export DESIGN_NAME = BRAM
export DESIGN_NICKNAME = BRAM
export VERILOG_FILES = /design/flow/design.v
export SDC_FILE = /design/flow/constraint.sdc
export NUM_CORES = 4
export LEC_CHECK = 1
export CORE_UTILIZATION = 40
export SYNTH_MEMORY_MAX_BITS = 65536
[flow/constraint.sdc]
current_design BRAM

set clk_period 55.0
set clk_io_pct 0.2

create_clock -name clk0 -period $clk_period [get_ports {clk}]

set non_clock_inputs [all_inputs -no_clocks]
set_input_delay [expr $clk_period * $clk_io_pct] -clock clk0 $non_clock_inputs
set_output_delay [expr $clk_period * $clk_io_pct] -clock clk0 [all_outputs]
[flow/design.v]
`timescale 1ns / 1ps
module BRAM( clk, we, addr, di, dout);
	parameter SIZE = 512;
	parameter ADDR_WIDTH = 9;
	parameter DI_WIDTH = 8;
	input clk;
	input [1:0] we;
	input [ADDR_WIDTH-1:0] addr;
	input [2*DI_WIDTH-1:0] di;
	output [2*DI_WIDTH-1:0] dout;
	reg [2*DI_WIDTH-1:0] RAM [SIZE-1:0];
	reg [2*DI_WIDTH-1:0] dout;
	reg [DI_WIDTH-1:0] di0, di1;
	always @(we or di) begin
		if (we[1])
			di1 = di[2*DI_WIDTH-1:1*DI_WIDTH];
		else
			di1 = RAM[addr][2*DI_WIDTH-1:1*DI_WIDTH];
		if (we[0])
			di0 = di[DI_WIDTH-1:0];
		else 
			di0 = RAM[addr][DI_WIDTH-1:0];
	end
	always @(posedge clk) begin
	RAM[addr] <= {di1, di0};
	dout <= RAM[addr];
	end
endmodule
[flow/run.sh]
#!/bin/bash
# OpenROAD 26Q1-2900-gdf79404cd8, Yosys 0.63+post, stock flow scripts
make -C /OpenROAD-flow-scripts/flow DESIGN_CONFIG=/design/flow/config.mk WORK_HOME=/design/flow/orfs finish
==> results.sh <==
# physical design summary
export IMPL_syn_area_mm2=0.3155
export IMPL_top_cells_by_count="edfxtp_1 (8,192), mux4_2 (1,487), mux2i_1 (1,138)"
export IMPL_required_ps=55810
export IMPL_fmax_mhz=50.69
export IMPL_enable_flop_cells=8192
export IMPL_end_kind="flip-flop"
export IMPL_gp_congestion=0.9653
export IMPL_tool_warnings=42
export IMPL_crit_fanout=93
export IMPL_grt_pass1_wl_um=1347000
export IMPL_final_core_util_pct=45.90
export IMPL_critPathMaxStageDelay_ps=1080
export IMPL_yosys_most_used_dff="edfxtp_1"
export IMPL_clockBufferDepth=4
export IMPL_ys_chip_area_mm2=0.3155
export IMPL_ys_cells=15018
export IMPL_synth_distinct_cells=78
export IMPL_comb_area_mm2=0.06567
export IMPL_rows=325
export IMPL_drive_above_1_share_pct=24.79
export IMPL_grt_overflow=0
export IMPL_pin_count=44
export IMPL_htree_levels=6
export IMPL_top_area_cell="edfxtp_1"
export IMPL_hp_class="reg2reg"
export IMPL_worst_slew_pin_slew_ps=1558
export IMPL_finalInstanceArea_mm2=0.3601
export IMPL_netlist_instances=15018
export IMPL_viasPerCell=5.842
export IMPL_yosys_top_cells_area="edfxtp_1 (78%), mux4_2 (11%), mux2i_1 (3.6%)"
export IMPL_top_cell_area_share_pct=77.98
export IMPL_io_buffers=43
export IMPL_dp_hpwl_um=605600
export IMPL_drtPass1Iterations=6
export IMPL_antenna_left=0
export IMPL_die_area_mm2=0.7923
export IMPL_slew_headroom_pct=-3.963
export IMPL_cts_hold_repair_buffers=0
export IMPL_post_cts_buffers=0
export IMPL_setup_viol=0
export IMPL_drv_slew=3
export IMPL_critical_path_class="in2reg"
export IMPL_grt_max_degree=141
export IMPL_cts_buffers=772
export IMPL_grt_setup_unrepaired="no"
export IMPL_die_x_um=890.1
export IMPL_antenna_found_initial=60
export IMPL_yosysWarnings=1
export IMPL_wirelength_um=975600
export IMPL_regArea_mm2=0.2463
export IMPL_ys_seq_share_pct=78.08
export IMPL_ctsResizeCount=0
export IMPL_vias=160084
export IMPL_core_area_mm2=0.7844
export IMPL_placed_area_mm2=0.3358
export IMPL_drc=0
export IMPL_hold_violations=0
export IMPL_max_cap_viol_count=1
export IMPL_critPathArrivalTime_ps=20540
export IMPL_crit_family="buffers and inverters"
export IMPL_power_density_mw_per_mm2=36.22
export IMPL_fin_setup_tns_ps=0
export IMPL_num_fill_cells=63974
export IMPL_crit_top_cell="buf_4"
export IMPL_crit_slowest_cell="a2111oi_2"
export IMPL_die_h_um=890.1
export IMPL_start_kind="primary input"
export IMPL_period_used_pct=35.87
export IMPL_root_buffer="clkbuf_16"
export IMPL_ir_drop_v=0.00004053
export IMPL_grt_usage_pct=27.10
export IMPL_ys_ff=8208
export IMPL_status="complete, but fails checks"
export IMPL_grt_pass1_vias=171394
export IMPL_drt_wirelength_per_cell_um=35.61
export IMPL_clock_skew_final_ps=103.2
export IMPL_cts_tree="done"
export IMPL_syn_area_per_cell_um2=21.01
export IMPL_cts_sinks=8208
export IMPL_areaGrowthSynthToFinish_pct=14.14
export IMPL_crit_buf_inv=13
export IMPL_violations="capacitance limit, slew limit"
export IMPL_cts_clk_slew_worst_paths_ps=60
export IMPL_crit_chain="buf_16 > buf_12 > buf_4 > buf_4 > buf_4 > buf_4 > mux4_2 > inv_1 > o21ai_0 > buf_4 > a2111oi_2 > buf_4 > nand4_1 > nor4_1 > a31oi_4 > buf_4 > buf_4 > buf_4 > buf_4"
export IMPL_synthArstFlopShare_pct=0
export IMPL_layout_min_cycle_time_ps=19730
export IMPL_clkLatencyLatePin_ps=1210
export IMPL_cellLeakagePower_nw=114.1
export IMPL_post_synth_top_count_cell="edfxtp_1"
export IMPL_fp_utilization_pct=40.22
export IMPL_drtIter0Drc=11279
layout by cell type, fill, tap and decap left out, types with 58 or more instances in the layout:
master	Yosys	final
a211oi_1	66	58
a21oi_1	163	157
a221oi_1	131	128
a22oi_1	396	396
a31oi_1	73	65
buf_4	112	1290
clkbuf_1	384	186
clkbuf_16	0	781
clkinv_1	2	207
clkinv_2	0	113
diode_2	0	98
edfxtp_1	8192	8192
mux2_2	96	96
mux2i_1	1138	1138
mux4_2	1487	1487
nand2_1	268	251
nand3_1	213	213
nand4_1	217	217
nor2_1	587	459
nor2_2	0	123
nor4_1	78	70
o21ai_0	142	135
o22ai_1	284	283
sequential cells by signal (all words and copies together) (netlist names):
signal,count
dout,16
RAM,8192
path summary, 6_finish.rpt:
path                                   from     endpoint  slack (ps)  cells past startpoint
worst min register to register   RAM[66][5]   RAM[65][5]        1290                      6
worst min-delay path             RAM[66][5]   RAM[65][5]        1290                      6
worst max-delay path                addr[1]   RAM[90][8]       35270                     19
worst max register to register  RAM[443][7]  RAM[369][7]       48340                     13
worst reg2reg max path, delay by kind of cell, from the launching register on:
family,cells,cell delay (ps)
buf+inv,6,2390
simple gates,3,1690
compound gates,3,1340
mux,1,480
flops,1,370
report_power, final:
| part | switching [mW] | internal [mW] | total [mW] |
|---|---|---|---|
| clock network | 2.30 | 2.84 | 5.14 |
| registers | 0.00324 | 7.08 | 7.08 |
| logic | 0.617 | 0.205 | 0.822 |
layout make-up:
| type | count | area share (%) |
|---|---|---|
| Timing Repair Buffer | 1356 | 2.939 |
| Clock inverter | 428 | 1.047 |
| Clock buffer | 967 | 5.622 |
| Multi-Input combinational cell | 5842 | 18.24 |
| Antenna cell | 98 | 0.06811 |
| Sequential cell | 8208 | 68.41 |
| Inverter | 37 | 0.04309 |
| Tap cell | 10464 | 3.636 |
metal layers:
metal | wire length [um] | track usage (%) | vias up
met2 | 423800 | 36.43 | 11911
met5 | 5030 | 5.727 | -
met4 | 52920 | 10.82 | 121
met1 | 277700 | 28.66 | 80492
met3 | 216100 | 26.15 | 1869
li1 | - | - | 65691
metrics by stage:
stage | power (mW) | cells | hold slack, ps | worst slack, ps
2_1_floorplan | 7.945 | 15018 | 740.9 | 23420
3_3_place_gp | 8.013 | 25901 | 1231 | 33930
3_5_place_dp | 8.028 | 25905 | 1273 | 34320
4_1_cts | 13.10 | 27300 | 1284 | 35560
5_1_grt | 13.37 | 27368 | 1351 | 35170
6_report | 13.04 | 27400 | 1288 | 35270
kinds of logic (layout without fill, tap and decap cells):
| kind of cell | count (synthesis) | in the layout | share of synthesized area (%) |
|---|---|---|---|
| buffers and inverters | 968 | 2788 | 1.522 |
| other | 0 | 98 | 0 |
| AND-OR/OR-AND | 1512 | 1512 | 3.368 |
| multiplexers | 2721 | 2721 | 14.57 |
| AND/OR/NAND/NOR | 1609 | 1609 | 2.464 |
| flip-flops | 8208 | 8208 | 78.08 |
Power and IR drop assume default switching activity.
